$ cat design/flow/run.sh
#!/bin/bash
# OpenROAD 26Q1-2900-gdf79404cd8, Yosys 0.63+post, stock flow scripts
make -C /OpenROAD-flow-scripts/flow DESIGN_CONFIG=/design/flow/config.mk WORK_HOME=/design/flow/orfs finish
$ cat design/flow/config.mk
export PLATFORM = sky130hd
export DESIGN_NAME = alarm
export DESIGN_NICKNAME = alarm
export VERILOG_FILES = /design/flow/design.v
export SDC_FILE = /design/flow/constraint.sdc
export NUM_CORES = 4
export LEC_CHECK = 1
export CORE_AREA = 10 10 88 88
export DIE_AREA = 0 0 98 98
$ cat design/flow/constraint.sdc
current_design alarm

set clk_period 2.4
set clk_io_pct 0.2

create_clock -name clk0 -period $clk_period [get_ports {clk}]

set non_clock_inputs [all_inputs -no_clocks]
set_input_delay [expr $clk_period * $clk_io_pct] -clock clk0 $non_clock_inputs
set_output_delay [expr $clk_period * $clk_io_pct] -clock clk0 [all_outputs]
$ cat design/flow/design.v
`timescale 1ns / 1ps
module alarm(
    input clk,
    input [4:0] almhr,
    input almmup,
    input almen,
    output reg[5:0] hr,
    output reg[5:0] min,
    input en
    );
    always @(posedge clk)begin
    if(almmup & en==0)begin
    if(min<59)min<=min+1;
    else if(min==59 & hr<23)begin
    min<=0;
    hr<=hr+1;
    end
    else if(min==59 & hr==23) begin
    min<=0;
    hr<=0;
    end
    end
    if(en==0)begin
    hr<=almhr%24;
    end
    end
endmodule
==> impl_metrics.toml <==
# generated from flow reports
[placement]
dp_hpwl_um = 1280
dpl_cell_area_um2 = 978
gp_congestion = 0.811
io_buffer_count = 19
place_inst = 155
dp_slack_ps = 461

[cts]
post_cts_buffers = 0
cts_root_buffer = "clkbuf_8"
clockBufferDepth = 2
cts_buffers = 3
cts_sinks = 12
clk_transition_reported_paths_ps = 50
clkLatencyLatePin_ps = 240
cts-htree-levels = 1
holdBufCountCts = 0
cts_tree = "built"
ctsResizeCount = 0

[synth]
synth-seq-cells = 12
yosysWarnings = 1
yosysSeqAreaShare = 0.518
synth-edff-count = 12
top_area_frac = 0.518
syn_area_per_cell_um2 = 11.4
top_area_cell = "edfxtp_1"
yosysChipArea_um2 = 696
ys_cells = 61
synthesis.area_um2 = 696
netlist_instances = 61
synth_cell_types = 25
synth_top_flop_cell = "edfxtp_1"
post-synth-top-count-cell = "edfxtp_1"
area_leaders = "edfxtp_1 52%, o21ai_0 5.0%, nand2_1 4.3%"
synthTopCellsByCount = "12 x edfxtp_1, 8 x nand2_1, 7 x o21ai_0"
synth-async-reset-ratio = 0

[worst_setup_path]
crit_chain = "clkdlybuf4s50_1"
cp_num_buf_inv = 1
crit_path_end_kind = "primary output"
cp_top_family = "flip-flops"
worstPathRequired_ps = 1920
r2r_cells = 5
path_max_fanout = 9
startpoint_type = "flop"
cp_slowest_cell = "edfxtp_1"
slowest_delay_ps = 560
path_depth = 1
arrival_ps = 1340
crit_type = "flop to primary output"

[global_routing]
antenna_found_initial = 0
grt_first_pass_wirelength_um = 2660
grt_usage = 0.0339
first_global_vias = 532
gr-total-overflow = 0
grt_max_degree = 12

[timing]
hold_violations = 0
post-route-period-util = 0.758
fin_ws_ps = 580
setup_viol = 0
slew_viol_final = 0
clock.fmax_mhz = 550
period_needed_ps = 1820
holdWs_ps = 655
fin_skew_ps = 6.78
rsz0062_at_grt = "false"
fin_setup_tns_ps = 0

[drt]
drt-vias-per-instance = 3.46
wl_um = 1620
firstDrtPassIters = 4
diodes = 0
detail-route-antenna-nets = 0
vias = 547
wl_per_cell_um = 10.3
drc = 0
drtIter0Drc = 28

[pwr]
p_leak_nw = 0.322
seqPwrFrac = 0.510
p_clk_frac = 0.354
p_switching_mw = 0.115
power.density_nw_per_um2 = 505
peakVddDrop_mv = 0.227
total_power_mw = 0.515
intPower_mw = 0.401
combPwrFrac = 0.136
switching_share = 0.223

[die]
die_height_um = 98
die_width_um = 98
chipArea_um2 = 9600
floorplan.core_util = 0.117
io_pins = 21
num_rows = 28
core_area_um2 = 5920

[run]
maxCapViolCount = 0
warnings = 26

[min_path]
min_path_type = "flop to flop"
hold_path_depth = 1

[layout]
post-route-util = 0.172
layout-drive-gt1-share = 0.120
instances_no_fill = 158
design_area_um2 = 1020
syn2layout_area_growth_pct = 46.6

[outcome]
status = "completed"
==> layout make-up <==
class	count	area, um2
inverter	1	3.75
sequential	12	360
fill	642	4900
clock buffer	3	41.3
multi-input combinational	46	315
tap	75	93.8
timing repair buffer	21	205
==> per-layer routing <==
layer,track usage,vias to the layer above,wire [um]
li1,-,279,-
met1,0.0453,247,804
met2,0.0477,21,645
met3,0.0213,0,173
met4,0.00112,0,0
met5,0,-,0
==> worst paths after layout <==
check | start | endpoint | slack [ps]
setup / recovery | min[2]$_SDFFCE_PP0P_ | min[2] | 580
hold / removal | hr[0]$_DFFE_PP_ | hr[0]$_DFFE_PP_ | 660
setup reg to reg | min[0]$_SDFFCE_PP0P_ | min[3]$_SDFFCE_PP0P_ | 710
hold reg to reg | hr[0]$_DFFE_PP_ | hr[0]$_DFFE_PP_ | 660
==> layout by cell type (no fill, tap or decap) <==
master and n:
nand4b_1 1, nor2_1 4, a21oi_1 2, a41oi_1 1, a211oi_4 1, clkbuf_8 3
o21ai_0 7, and3_4 1, nor2b_1 2, xor2_1 3, o31ai_1 2, ha_1 2
nand2_1 8, clkinv_1 1, xnor2_1 1, conb_1 1, nand4_1 1, nand3_1 4
edfxtp_1 12, a32oi_1 1, nand4_2 1, o32ai_2 1, buf_4 2, o31ai_2 1
o2bb2ai_1 1, clkdlybuf4s50_1 19
==> state kept, by name (all words and copies together), names as in the netlist <==
register and flops:
min 6, hr 6
==> power groups by stage <==
stage | combinational [mW] | sequential [mW] | clock, mW
after CTS | 0.0720 | 0.263 | 0.185
after global routing | 0.0793 | 0.265 | 0.199
final | 0.0702 | 0.263 | 0.182
==> kinds of logic after synthesis <==
| logic type | share of synthesized area |
|---|---|
| XOR/XNOR | 0.0504 |
| buffers and inverters | 0.0288 |
| adder cells (fa/ha/maj) | 0.0360 |
| AND/OR/NAND/NOR | 0.167 |
| AND-OR/OR-AND | 0.194 |
| flip-flops | 0.518 |
| other | 0.00539 |
Power figures rest on the tool's default switching activity, not on a simulated workload.
