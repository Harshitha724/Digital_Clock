## flow/design.v

```verilog
`timescale 1ns / 1ps
module clkdvd(
input clk,
output reg clkout
);
reg [25:0] count; 
always@(negedge clk)  
begin
count <=count + 1;
if (count == 50000000)
begin
clkout <= ~ clkout; 
count <= 0;
end
end
endmodule
```

## flow/run.sh

```bash
#!/bin/bash
# OpenROAD 26Q1-2900-gdf79404cd8, Yosys 0.63+post, stock flow scripts
make -C /OpenROAD-flow-scripts/flow DESIGN_CONFIG=/design/flow/config.mk WORK_HOME=/design/flow/orfs finish
```

## flow/config.mk

```make
export PLATFORM = sky130hd
export DESIGN_NAME = clkdvd
export DESIGN_NICKNAME = clkdvd
export VERILOG_FILES = /design/flow/design.v
export SDC_FILE = /design/flow/constraint.sdc
export NUM_CORES = 4
export LEC_CHECK = 1
export CORE_AREA = 10 10 103 103
export DIE_AREA = 0 0 113 113
```

## flow/constraint.sdc

```tcl
current_design clkdvd

set clk_period 4.6
set clk_io_pct 0.2

create_clock -name clk0 -period $clk_period [get_ports {clk}]

set non_clock_inputs [all_inputs -no_clocks]
set_input_delay [expr $clk_period * $clk_io_pct] -clock clk0 $non_clock_inputs
set_output_delay [expr $clk_period * $clk_io_pct] -clock clk0 [all_outputs]
```

==> impl_metrics.toml <==
# yosys + openroad results
[status]
outcome = "complete, no violations"

[power]
powerDensity_nw_per_um2 = 309.8
leakagePower_nw = 0.5888
finalPower_mw = 0.4559
ir_drop_uv = 138.6

[synth]
yosysWarnings = 1
synth.avg_cell_area_um2 = 9.243
synth_seq_share_pct = 46.17
yosys_area_um2 = 1192
syn_area_um2 = 1192
synth_top_area_share_pct = 43.65
yosys.area.top_type = "dfxtp_1"
ys_cells = 129
yosys.cell_types.count = 27
ys_top_cells_by_area = "dfxtp_1, xnor2_1, nand3_1"
synthCells = 129
synth-seq-cells = 27

[floorplanning]
die_w_um = 113
fp.dieH_um = 113
ios = 2
fp-row-count = 33
fp_util_pct = 14.37
coreArea_um2 = 8299
design.die.area_um2 = 12770

[worst_hold_path]
min_path_type = "reg -> reg"
worstHoldStart = "count[23]"
hold_depth = 1

[clock_tree]
cts_buffer_depth = 2
cts_sinks = 27
clk_latency_ps = 350
cts_setup_buffers = 0
cts_root_buffer = "clkbuf_8"
numCtsBuffers = 3
cts_resized = 0
ctsHoldBuffers = 0
htree_num_levels = 1
clkTransAtPathRegs_ps = 40
cts_tree = "built"

[setup_path]
r2r_cells = 4
critical-path-max-stage-delay_ps = 460
arrival_ps = 3420
path_depth = 1
startpoint = "clkout"
critPathBufInv = 1
critPathKind = "reg -> out"
cp_max_fo = 2
cp-end-kind = "output port"
critPathSlowestCell = "clkdlybuf4s50_1"
crit-reg2reg-launch = "count[9]"
crit_family = "buffers and inverters"
path_cells = "clkdlybuf4s50_1"
cp-start-kind = "register"
cp_data_required_time_ps = 3680

[final_layout]
drive_gt1_share_pct = 5.031
areaGrowthSynthToFinish_pct = 23.40

[global_route]
grt_use_total_pct = 3.310
grt_remaining_overflow = 0
grt_pass1_vias = 895
grt_pass1_wl_mm = 3.684
grt_max_degree = 15
antenna_found_initial = 0

[detailed_routing]
wl_mm = 2.201
dr.pass1.iters = 3
vias = 945
drt_iter0_drc = 68
num_antenna_cells = 0
drtAntennaViolNets = 0
viasPerCell = 3.580
wl_per_cell_um = 8.337
drcViolationCount = 0

[final_timing]
hold_violations = 0
skew_ps = 19.70
tightestPinTransition_ps = 398.2
setup_violations = 0
fin_setup_tns_ps = 0
grt_setup_unrepaired = "false"
relSlewSlack_pct = 73.08
slew_violations = 0

[placed_design]
io_buffer_count = 1
gp_congestion = 0.7967
dpl.hpwl_mm = 1.506

[job]
tool_warnings = 53
cap_violations = 0
[kinds of logic after synthesis]
group	after synthesis	share of synthesized area, %
AOI/OAI and AO/OA	9	4.197
DFF	27	46.17
buffers and inverters	6	2.308
and+or+nand+nor	67	31.90
adders and majority gates	2	2.098
muxes	1	0.8395
xor gates and xnor gates	17	12.49
[cell usage after synthesis]
cell type,count
ha_1,2
mux2i_1,1
buf_4,1
o211ai_1,1
nor2b_1,1
nand2_2,1
a21oi_1,2
o31ai_1,1
dfxtp_1,26
nand3b_1,2
buf_2,1
and3_1,4
inv_1,4
nand2_1,10
nor4bb_1,1
xor2_1,7
xnor2_1,10
nor4b_1,3
o21ai_0,5
or3_1,2
nor2_1,12
nand3_1,14
and4_1,4
nor3_1,4
nand4_1,6
edfxtp_1,1
and3_4,3
[flip-flops by register name, summed over array words and instances (netlist names)]
signal  flops
count      26
clkout      1
[final timing paths]
kind | to | slack, ps
worst max register to register | clkout | 2930
worst max-delay path | clkout | 260
worst min register to register | count[23] | 470
worst min-delay path | count[23] | 470
[area by class of cell]
cell class,instances,area [um^2]
clock buffer,3,41.29
inverter,3,11.26
fill,909,6828
sequential,27,550.5
clock inverter,28,105.1
tap,105,131.4
multi-input combinational,96,614.3
timing repair buffer,2,17.52
[through the flow]
stage	hold WS (ps)	util, %	std cells	instance area [um^2]	setup WS (ps)
floorplan	435.7	-	129	1192	1051
global placement	458.5	16.01	234	1329	593.3
detailed placement	466.0	16.01	234	1329	596.3
CTS	476.8	17.73	264	1471	234.4
global route	486.1	17.73	264	1471	184.6
finish	474.3	17.73	264	1471	258.2
[routing by layer]
metal  share of wire [%]  vias up  GRT usage, %
met5                   0        -             0
met4                   0        0         1.438
met3                 4.9        0         1.976
met2                  41        8         4.224
met1                  54      422         4.335
li1                    -      515             -
[cells in the final DEF, fill, tap and decap left out, drive strengths merged]
cell           instances
nor4b                  3
and4                   4
xnor2                 10
nor2b                  1
o31ai                  1
ha                     2
clkdlybuf4s50          1
xor2                   7
o21ai                  5
clkbuf                 3
dfxtp                 26
nor4bb                 1
nand2                 11
nand3                 14
nand4                  6
nand3b                 2
nor2                  12
mux2i                  1
buf                    1
or3                    2
inv                   31
a21oi                  2
edfxtp                 1
nor3                   4
o211ai                 1
and3                   7
[power breakdown]
group / total, mW / switching, mW / internal, mW
clock: 0.219 / 0.129 / 0.0904
combinational: 0.000000197 / 0 / 0
sequential: 0.237 / 0 / 0.237
