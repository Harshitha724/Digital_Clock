==> /design/flow/config.mk <==
export PLATFORM = sky130hd
export DESIGN_NAME = stopwatch
export DESIGN_NICKNAME = stopwatch
export VERILOG_FILES = /design/flow/design.v
export SDC_FILE = /design/flow/constraint.sdc
export NUM_CORES = 4
export LEC_CHECK = 1
export CORE_UTILIZATION = 40
==> /design/flow/constraint.sdc <==
current_design stopwatch

set clk_period 3.5
set clk_io_pct 0.2

create_clock -name clk0 -period $clk_period [get_ports {clk}]

set non_clock_inputs [all_inputs -no_clocks]
set_input_delay [expr $clk_period * $clk_io_pct] -clock clk0 $non_clock_inputs
set_output_delay [expr $clk_period * $clk_io_pct] -clock clk0 [all_outputs]
==> /design/flow/run.sh <==
#!/bin/bash
# OpenROAD 26Q1-2900-gdf79404cd8, Yosys 0.63+post, stock flow scripts
make -C /OpenROAD-flow-scripts/flow DESIGN_CONFIG=/design/flow/config.mk WORK_HOME=/design/flow/orfs finish
==> /design/flow/design.v <==
`timescale 1ns / 1ps
module stopwatch(
    input clk,
    input reset,
    input start,
    output reg [3:0] reg_d0, reg_d1, reg_d2, reg_d3
    );
reg [22:0] ticker;
wire click,clkout;
tenhzclk clky(clk,clkout);
always @ (posedge clkout or posedge reset)
begin
 if(reset)
  ticker <= 0;
 else if(ticker) 
  ticker <= 0;
 else if(start) 
  ticker <= ticker + 1;
end
assign click = ((ticker)?1'b1:1'b0);
always @ (posedge clkout or posedge reset)
begin
 if (reset)
  begin
   reg_d0 <= 0;
   reg_d1 <= 0;
   reg_d2 <= 0;
   reg_d3 <= 0;
  end
 else if (click)
  begin
   if(reg_d0 == 9)
   begin  
    reg_d0 <= 0;
    if (reg_d1 == 9) 
    begin  
     reg_d1 <= 0;
     if (reg_d2 == 5)
     begin 
      reg_d2 <= 0;
      if(reg_d3 == 9) 
       reg_d3 <= 0;
      else
       reg_d3 <= reg_d3 + 1;
     end
     else 
      reg_d2 <= reg_d2 + 1;
    end
    else 
     reg_d1 <= reg_d1 + 1;
   end 
   else 
    reg_d0 <= reg_d0 + 1;
  end
end
endmodule
`timescale 1ns / 1ps
module tenhzclk(input clk, output reg clkOut);
reg [25:0] count;
always @(negedge clk)
begin
    count <= count + 1;
    if (count == 2500000)
    begin
        clkOut <= ~clkOut;
        count <=0;
    end
end
endmodule
==> flow_summary.ini <==
; synthesis and place-and-route metrics
[synthesis]
synth_area_per_cell_sq_um = 11.3
ys_sh_aoi_pct = 5.90
adder_share_pct = 1.84
ys_sh_xor_pct = 10.0
async_reset_ff_share_pct = 59.1
synth_flops = 66
top_area_cell = dfrtp_1
topCellsByArea = dfrtp_1 (36%), dfxtp_1 (19%), xnor2_1 (6.1%)
synthMuxAreaShare_pct = 1.61
ys_cells = 240
ys_sh_simple_pct = 20.5
seq_area_frac_synth_pct = 56.2
edf_count = 1
yosysChipArea_sq_um = 2720
ys.flop_type = dfrtp_1
synth_area_sq_um = 2720
synth.comb.largest_family = simple AND/OR/NAND/NOR gates
yosys.cell_types.count = 48
yosys_warnings = 2
synth_top_area_share_pct = 35.9
postSynthCellCount = 240

[sta]
final.setup.tns_ns = 0
period_used_pct = 49.8
unclocked_regs = 39
hold_viol_final = 0
fin_hold_ws_ns = 0.461
post-route-min-period_ns = 1.74
fin_worst_skew_ns = 0.0111
untimed_endpoints = 35
max_freq_mhz = 573
worst_pin_slew_ns = 0.607
final-setup-viol-count = 0
rsz0062_at_grt = false
slew_viol_final = 0
slew_headroom_pct = 59.6

[clock_tree]
cts_root_buffer = clkbuf_8
clock_latency_ns = 0.34
cts_resized = 0
cts_tree = built
path_clk_slew_ns = 0.04
ctsHoldBuffers = 0
cts_buffer_depth = 2
htreeDepth = 1
cts_setup_buffers = 0
numCtsBuffers = 3

[drt]
viasPerCell = 4.76
drt-initial-drc-count = 104
drtAntennaViolNets = 0
antenna_cells_inserted = 0
drc = 0
routed_wl_mm = 4.20
wl_per_cell_um = 11.0
vias = 1818
dr.pass1.iters = 4

[floorplan]
die_x_um = 84.4
chip_area_sq_um = 7120
rows = 29
ioPinCount = 19
fp_util_pct = 42.0
dieHeight_um = 84.4
core_area_sq_um = 6460

[setup_path]
path_delay_family = simple AND/OR/NAND/NOR gates
worst_path_max_delay_cell = dfxtp_1
path_buffers = 0
critPathLaunchType = flip-flop
required_ns = 5.47
slowest_delay_ns = 0.37
cp_max_fo = 6
arrival_ns = 3.71
setup.worst_path.class = reg2reg
cp_cell_sequence = ha_1, and4_1, and2_1, and2_1, a311oi_1, a41o_1
cp_common_cell = and2_1
setup.worst_path.end_class = flip-flop

[status]
status = completed

[final_layout]
lay_top_count = inv_1
ff_latch_area_sq_um = 1530
n_fill_cell = 578
syn2layout_area_growth_pct = 17.7
lay_top_cells = inv_1 (42), dfrtp_1 (39), dfxtp_1 (26)
stdcell_count = 382
comb_area_sq_um = 1160
utilization_pct = 49.5
drive_gt1_share_pct = 6.23

[placement]
gp_congestion = 0.828
placed_cells = 352
port-buffer-count = 18
hpwl_mm = 2.87

[grt]
grt_max_degree = 41
antenna_found_initial = 0
first_global_vias = 1718
grt_pass1_wl_mm = 7.41
grtUsageTotal_pct = 12.9
overflow = 0

[pwr]
power.leakage_nw = 1.43
peakVddDrop_mv = 0.324
power.density_nw_per_um2 = 191

[run]
warning_count = 54
cap_violations = 0

[hold_path]
hp-class = reg2reg
[final cells by class]
class / instances / share of cell area, %
timing repair buffer: 22 / 6.58
multi-input combinational: 172 / 36.4
clock inverter: 28 / 3.29
inverter: 14 / 1.64
clock buffer: 3 / 1.29
sequential: 66 / 47.8
tap: 77 / 3.01
[cell families (layout without fill, tap and decap cells)]
logic type      Yosys count  count (layout)
compound gates           19              19
other cells               1              20
flops                    66              66
mux                       4               4
fa+ha+maj                 4               4
buf+inv                  21              67
simple gates             94              94
xor+xnor                 31              31
[cell usage after synthesis (all sizes together) (2+ instances only)]
| cell type | instances |
|---|---|
| xnor2 | 19 |
| nor3b | 2 |
| or4 | 2 |
| and2 | 2 |
| nand3 | 8 |
| clkbuf | 3 |
| nor3 | 2 |
| nor4 | 7 |
| inv | 15 |
| and3 | 10 |
| ha | 4 |
| buf | 3 |
| and4 | 5 |
| a41oi | 2 |
| mux2 | 3 |
| nand4 | 11 |
| nand2 | 12 |
| nor2b | 5 |
| o2bb2ai | 2 |
| a21oi | 2 |
| dfrtp | 39 |
| dfxtp | 26 |
| o2111ai | 2 |
| nor4b | 3 |
| nor2 | 19 |
| o21ai | 4 |
| xor2 | 12 |
[flip-flops by register name, indices dropped and copies added (netlist names)]
name and flops:
reg_d3 4, reg_d1 4, clky.clkOut 1, clky.count 26, reg_d2 4, ticker 23, reg_d0 4
[final timing paths]
check	depth (start not counted)	slack (ns)	start	endpoint
max	6	1.76	clky.count[0]	clky.count[18]
min	1	0.46	clky.count[25]	clky.count[25]
max reg2reg	6	1.76	clky.count[0]	clky.count[18]
min reg2reg	1	0.46	clky.count[25]	clky.count[25]
[layer usage]
layer	global-route usage (%)	up-vias	part of all wire (%)
li1	-	954	-
met1	21.2	838	56
met2	18.5	24	41
met3	3.19	2	3.1
met4	2.00	0	0.095
met5	0	-	0
[stage by stage]
| step | setup slack [ns] | total power, W | cell area [sq um] |
|---|---|---|---|
| floorplan | 1.84 | 0.000375 | 2790 |
| global placement | 1.77 | 0.000381 | 3050 |
| detailed placement | 1.77 | 0.000381 | 3050 |
| CTS | 1.76 | 0.000630 | 3200 |
| global route | 1.62 | 0.000662 | 3200 |
| finish | 1.76 | 0.000610 | 3200 |
[power breakdown]
| part | internal (W) | leakage, nW | switching (W) |
|---|---|---|---|
| sequential | 0.000312 | 0.707 | 0 |
| clock | 0.000119 | 0.171 | 0.000165 |
| combinational | 0.00000334 | 0.553 | 0.0000114 |
No activity file was given, so power comes from the tool's default toggle rates.
